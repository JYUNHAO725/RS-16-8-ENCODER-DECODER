===== design/flow/config.mk =====
export PLATFORM = sky130hd
export DESIGN_NAME = gf256mul
export DESIGN_NICKNAME = gf256mul
export VERILOG_FILES = /design/flow/design.v
export SDC_FILE = /design/flow/constraint.sdc
export NUM_CORES = 4
export LEC_CHECK = 1
export CORE_UTILIZATION = 40

===== design/flow/constraint.sdc =====
current_design gf256mul

set clk_period 6.1
set clk_io_pct 0.2

create_clock -name clk0 -period $clk_period

set non_clock_inputs [all_inputs -no_clocks]
set_input_delay [expr $clk_period * $clk_io_pct] -clock clk0 $non_clock_inputs
set_output_delay [expr $clk_period * $clk_io_pct] -clock clk0 [all_outputs]

===== design/flow/design.v =====
`timescale 1ns/100ps
module gf256mul(
    input       [7:0] a,
    input       [7:0] b,
    output  reg [7:0] z
);
always @(*)
begin
    case (b)
        8'd1:
            begin
                z[0] = a[0];
                z[1] = a[1];
                z[2] = a[2];
                z[3] = a[3];
                z[4] = a[4];
                z[5] = a[5];
                z[6] = a[6];
                z[7] = a[7];
            end
        8'd6:
            begin
                z[0] = a[6] ^ a[7];
                z[1] = a[0] ^ a[7];
                z[2] = a[0] ^ a[1] ^ a[6] ^ a[7];
                z[3] = a[1] ^ a[2] ^ a[6];
                z[4] = a[2] ^ a[3] ^ a[6];
                z[5] = a[3] ^ a[4] ^ a[7];
                z[6] = a[4] ^ a[5];
                z[7] = a[5] ^ a[6];
            end
        8'd8:
            begin
                z[0] = a[5];
                z[1] = a[6];
                z[2] = a[5] ^ a[7];
                z[3] = a[0] ^ a[5] ^ a[6];
                z[4] = a[1] ^ a[5] ^ a[6] ^ a[7];
                z[5] = a[2] ^ a[6] ^ a[7];
                z[6] = a[3] ^ a[7];
                z[7] = a[4];
            end
        8'd13:
            begin
                z[0] = a[0] ^ a[5] ^ a[6];
                z[1] = a[1] ^ a[6] ^ a[7];
                z[2] = a[0] ^ a[2] ^ a[5] ^ a[6] ^ a[7];
                z[3] = a[0] ^ a[1] ^ a[3] ^ a[5] ^ a[7];
                z[4] = a[1] ^ a[2] ^ a[4] ^ a[5];
                z[5] = a[2] ^ a[3] ^ a[5] ^ a[6];
                z[6] = a[3] ^ a[4] ^ a[6] ^ a[7];
                z[7] = a[4] ^ a[5] ^ a[7];
            end
        8'd15:
            begin
                z[0] = a[0] ^ a[5] ^ a[6] ^ a[7];
                z[1] = a[0] ^ a[1] ^ a[6] ^ a[7];
                z[2] = a[0] ^ a[1] ^ a[2] ^ a[5] ^ a[6];
                z[3] = a[0] ^ a[1] ^ a[2] ^ a[3] ^ a[5];
                z[4] = a[1] ^ a[2] ^ a[3] ^ a[4] ^ a[5] ^ a[7];
                z[5] = a[2] ^ a[3] ^ a[4] ^ a[5] ^ a[6];
                z[6] = a[3] ^ a[4] ^ a[5] ^ a[6] ^ a[7];
                z[7] = a[4] ^ a[5] ^ a[6] ^ a[7];
            end
        8'd17:
            begin
                z[0] = a[0] ^ a[4];
                z[1] = a[1] ^ a[5];
                z[2] = a[2] ^ a[4] ^ a[6];
                z[3] = a[3] ^ a[4] ^ a[5] ^ a[7];
                z[4] = a[0] ^ a[5] ^ a[6];
                z[5] = a[1] ^ a[6] ^ a[7];
                z[6] = a[2] ^ a[7];
                z[7] = a[3];
            end
        8'd24:
            begin
                z[0] = a[4] ^ a[5];
                z[1] = a[5] ^ a[6];
                z[2] = a[4] ^ a[5] ^ a[6] ^ a[7];
                z[3] = a[0] ^ a[4] ^ a[6] ^ a[7];
                z[4] = a[0] ^ a[1] ^ a[4] ^ a[7];
                z[5] = a[1] ^ a[2] ^ a[5];
                z[6] = a[2] ^ a[3] ^ a[6];
                z[7] = a[3] ^ a[4] ^ a[7];
            end
        8'd27:
            begin
                z[0] = a[0] ^ a[4] ^ a[5] ^ a[7];
                z[1] = a[0] ^ a[1] ^ a[5] ^ a[6];
                z[2] = a[1] ^ a[2] ^ a[4] ^ a[5] ^ a[6];
                z[3] = a[0] ^ a[2] ^ a[3] ^ a[4] ^ a[6];
                z[4] = a[0] ^ a[1] ^ a[3];
                z[5] = a[1] ^ a[2] ^ a[4];
                z[6] = a[2] ^ a[3] ^ a[5];
                z[7] = a[3] ^ a[4] ^ a[6];
            end
        8'd29:
            begin
                z[0] = a[0] ^ a[4] ^ a[5] ^ a[6];
                z[1] = a[1] ^ a[5] ^ a[6] ^ a[7];
                z[2] = a[0] ^ a[2] ^ a[4] ^ a[5] ^ a[7];
                z[3] = a[0] ^ a[1] ^ a[3] ^ a[4];
                z[4] = a[0] ^ a[1] ^ a[2] ^ a[6];
                z[5] = a[1] ^ a[2] ^ a[3] ^ a[7];
                z[6] = a[2] ^ a[3] ^ a[4];
                z[7] = a[3] ^ a[4] ^ a[5];
            end
        8'd30:
            begin
                z[0] = a[4] ^ a[5] ^ a[6] ^ a[7];
                z[1] = a[0] ^ a[5] ^ a[6] ^ a[7];
                z[2] = a[0] ^ a[1] ^ a[4] ^ a[5];
                z[3] = a[0] ^ a[1] ^ a[2] ^ a[4] ^ a[7];
                z[4] = a[0] ^ a[1] ^ a[2] ^ a[3] ^ a[4] ^ a[6] ^ a[7];
                z[5] = a[1] ^ a[2] ^ a[3] ^ a[4] ^ a[5] ^ a[7];
                z[6] = a[2] ^ a[3] ^ a[4] ^ a[5] ^ a[6];
                z[7] = a[3] ^ a[4] ^ a[5] ^ a[6] ^ a[7];
            end
        8'd31:
            begin
                z[0] = a[0] ^ a[4] ^ a[5] ^ a[6] ^ a[7];
                z[1] = a[0] ^ a[1] ^ a[5] ^ a[6] ^ a[7];
                z[2] = a[0] ^ a[1] ^ a[2] ^ a[4] ^ a[5];
                z[3] = a[0] ^ a[1] ^ a[2] ^ a[3] ^ a[4] ^ a[7];
                z[4] = a[0] ^ a[1] ^ a[2] ^ a[3] ^ a[6] ^ a[7];
                z[5] = a[1] ^ a[2] ^ a[3] ^ a[4] ^ a[7];
                z[6] = a[2] ^ a[3] ^ a[4] ^ a[5];
                z[7] = a[3] ^ a[4] ^ a[5] ^ a[6];
            end
        8'd37:
            begin
                z[0] = a[0] ^ a[3] ^ a[6] ^ a[7];
                z[1] = a[1] ^ a[4] ^ a[7];
                z[2] = a[0] ^ a[2] ^ a[3] ^ a[5] ^ a[6] ^ a[7];
                z[3] = a[1] ^ a[4];
                z[4] = a[2] ^ a[3] ^ a[5] ^ a[6] ^ a[7];
                z[5] = a[0] ^ a[3] ^ a[4] ^ a[6] ^ a[7];
                z[6] = a[1] ^ a[4] ^ a[5] ^ a[7];
                z[7] = a[2] ^ a[5] ^ a[6];
            end
        8'd40:
            begin
                z[0] = a[3] ^ a[5] ^ a[7];
                z[1] = a[4] ^ a[6];
                z[2] = a[3];
                z[3] = a[0] ^ a[3] ^ a[4] ^ a[5] ^ a[7];
                z[4] = a[1] ^ a[3] ^ a[4] ^ a[6] ^ a[7];
                z[5] = a[0] ^ a[2] ^ a[4] ^ a[5] ^ a[7];
                z[6] = a[1] ^ a[3] ^ a[5] ^ a[6];
                z[7] = a[2] ^ a[4] ^ a[6] ^ a[7];
            end
        8'd43:
            begin
                z[0] = a[0] ^ a[3] ^ a[5];
                z[1] = a[0] ^ a[1] ^ a[4] ^ a[6];
                z[2] = a[1] ^ a[2] ^ a[3] ^ a[7];
                z[3] = a[0] ^ a[2] ^ a[4] ^ a[5];
                z[4] = a[1] ^ a[6];
                z[5] = a[0] ^ a[2] ^ a[7];
                z[6] = a[1] ^ a[3];
                z[7] = a[2] ^ a[4];
            end
        8'd44:
            begin
                z[0] = a[3] ^ a[5] ^ a[6] ^ a[7];
                z[1] = a[4] ^ a[6] ^ a[7];
                z[2] = a[0] ^ a[3] ^ a[6];
                z[3] = a[0] ^ a[1] ^ a[3] ^ a[4] ^ a[5] ^ a[6];
                z[4] = a[1] ^ a[2] ^ a[3] ^ a[4];
                z[5] = a[0] ^ a[2] ^ a[3] ^ a[4] ^ a[5];
                z[6] = a[1] ^ a[3] ^ a[4] ^ a[5] ^ a[6];
                z[7] = a[2] ^ a[4] ^ a[5] ^ a[6] ^ a[7];
            end
        8'd45:
            begin
                z[0] = a[0] ^ a[3] ^ a[5] ^ a[6] ^ a[7];
                z[1] = a[1] ^ a[4] ^ a[6] ^ a[7];
                z[2] = a[0] ^ a[2] ^ a[3] ^ a[6];
                z[3] = a[0] ^ a[1] ^ a[4] ^ a[5] ^ a[6];
                z[4] = a[1] ^ a[2] ^ a[3];
                z[5] = a[0] ^ a[2] ^ a[3] ^ a[4];
                z[6] = a[1] ^ a[3] ^ a[4] ^ a[5];
                z[7] = a[2] ^ a[4] ^ a[5] ^ a[6];
            end
        8'd49:
            begin
                z[0] = a[0] ^ a[3] ^ a[4] ^ a[7];
                z[1] = a[1] ^ a[4] ^ a[5];
                z[2] = a[2] ^ a[3] ^ a[4] ^ a[5] ^ a[6] ^ a[7];
                z[3] = a[5] ^ a[6];
                z[4] = a[0] ^ a[3] ^ a[4] ^ a[6];
                z[5] = a[0] ^ a[1] ^ a[4] ^ a[5] ^ a[7];
                z[6] = a[1] ^ a[2] ^ a[5] ^ a[6];
                z[7] = a[2] ^ a[3] ^ a[6] ^ a[7];
            end
        8'd50:
            begin
                z[0] = a[3] ^ a[4];
                z[1] = a[0] ^ a[4] ^ a[5];
                z[2] = a[1] ^ a[4] ^ a[5] ^ a[6];
                z[3] = a[2] ^ a[5] ^ a[6] ^ a[7];
                z[4] = a[0] ^ a[1] ^ a[4] ^ a[5] ^ a[6] ^ a[7];
                z[5] = a[1] ^ a[2] ^ a[5] ^ a[6];
                z[6] = a[2] ^ a[3] ^ a[6] ^ a[7];
                z[7] = a[3] ^ a[4] ^ a[7];
            end
        8'd52:
            begin
                z[0] = a[2] ^ a[5] ^ a[6];
                z[1] = a[3] ^ a[6] ^ a[7];
                z[2] = a[4] ^ a[5] ^ a[6];
                z[3] = a[2] ^ a[3] ^ a[4] ^ a[6] ^ a[7];
                z[4] = a[0] ^ a[4] ^ a[5] ^ a[6] ^ a[7];
                z[5] = a[1] ^ a[5] ^ a[6] ^ a[7];
                z[6] = a[0] ^ a[2] ^ a[6] ^ a[7];
                z[7] = a[1] ^ a[3] ^ a[7];
            end
        8'd55:
            begin
                z[0] = a[2] ^ a[3] ^ a[6];
                z[1] = a[3] ^ a[4] ^ a[7];
                z[2] = a[4] ^ a[5] ^ a[7];
                z[3] = a[5] ^ a[6];
                z[4] = a[0] ^ a[3] ^ a[5] ^ a[6] ^ a[7];
                z[5] = a[1] ^ a[4] ^ a[6] ^ a[7];
                z[6] = a[0] ^ a[2] ^ a[5] ^ a[7];
                z[7] = a[1] ^ a[3] ^ a[6];
            end
        8'd56:
            begin
                z[0] = a[3] ^ a[4] ^ a[5];
                z[1] = a[4] ^ a[5] ^ a[6];
                z[2] = a[5] ^ a[6] ^ a[7];
                z[3] = a[0] ^ a[6] ^ a[7];
                z[4] = a[0] ^ a[1] ^ a[3] ^ a[4];
                z[5] = a[1] ^ a[2] ^ a[4] ^ a[5] ^ a[6] ^ a[7];
                z[6] = a[2] ^ a[3] ^ a[5] ^ a[6] ^ a[7];
                z[7] = a[3] ^ a[4] ^ a[6] ^ a[7];
            end
        8'd58:
            begin
                z[0] = a[1] ^ a[5] ^ a[6];
                z[1] = a[2] ^ a[6] ^ a[7];
                z[2] = a[3] ^ a[4] ^ a[5];
                z[3] = a[4] ^ a[5] ^ a[6] ^ a[7];
                z[4] = a[0] ^ a[4] ^ a[6] ^ a[7];
                z[5] = a[1] ^ a[5] ^ a[7];
                z[6] = a[0] ^ a[2] ^ a[4] ^ a[6] ^ a[7];
                z[7] = a[1] ^ a[3] ^ a[5] ^ a[7];
            end
        8'd60:
            begin
                z[0] = a[1] ^ a[3] ^ a[4] ^ a[5];
                z[1] = a[2] ^ a[4] ^ a[5] ^ a[6];
                z[2] = a[3] ^ a[5] ^ a[6] ^ a[7];
                z[3] = a[0] ^ a[4] ^ a[6] ^ a[7];
                z[4] = a[0] ^ a[1] ^ a[4] ^ a[5] ^ a[7];
                z[5] = a[1] ^ a[2] ^ a[5] ^ a[6];
                z[6] = a[2] ^ a[3] ^ a[6] ^ a[7];
                z[7] = a[3] ^ a[4] ^ a[7];
            end
        8'd62:
            begin
                z[0] = a[1] ^ a[2] ^ a[4] ^ a[5] ^ a[6] ^ a[7];
                z[1] = a[2] ^ a[3] ^ a[5] ^ a[6];
                z[2] = a[3] ^ a[4] ^ a[6] ^ a[7];
                z[3] = a[0] ^ a[4] ^ a[7];
                z[4] = a[0] ^ a[1] ^ a[5] ^ a[6];
                z[5] = a[1] ^ a[2] ^ a[6] ^ a[7];
                z[6] = a[2] ^ a[3] ^ a[7];
                z[7] = a[3];
            end
        default:
            begin
                z[0] = 0; 
                z[1] = 0; 
                z[2] = 0; 
                z[3] = 0; 
                z[4] = 0; 
                z[5] = 0; 
                z[6] = 0; 
                z[7] = 0; 
            end
    endcase
end
endmodule

===== design/flow/run.sh =====
#!/bin/bash
# OpenROAD 26Q1-2900-gdf79404cd8, Yosys 0.63+post, stock flow scripts
make -C /OpenROAD-flow-scripts/flow DESIGN_CONFIG=/design/flow/config.mk WORK_HOME=/design/flow/orfs finish

==> run notes <==
run results: LEAKAGE 1.36 nW, gr usage total between 40% and 50%, largest fanout on the critical path 19, GP Congestion 1.15, WP data arrival 4.56 ns, worst setup margin roughly 0.32 ns, endpoints failing setup 0, total power 357 uW, Syn-to-layout area delta 16.5%, Cell Type Count 70, Ys Warns 1, setup bufs post-CTS 0, highest-count logic cell in the final layout xnor2_1, Die X 95.7 um, Syn Area/Cell 6.82 um2, port bufs 24, number of cells in Yosys stat 515, utilization after layout 49.1%, VDD IR max 0.0000823 V, yosys synthesis chip area between 3000 and 4000 um2, maximum capacitance violations 0, Final ANT Viol Nets 0, pwr dens 87.3 nW/um2, share of cells above drive strength 1 13.8%, slowest cell delay on critical path about 0.74 ns, clkbuf count 0, flip-flops 0, run status completed, Critical path buffers and inverters 2, DP Wirelength 14000 um, critical path endpoint category primary output, crit-path leading delay family simple AND/OR/NAND/NOR gates, Final Hold Violating Endpoints 0, Min-Delay Path Depth 4, via count between 4000 and 5000, fillers 860, Log Warnings 32, Core Density at Floorplan 42.1%, initial antenna violation count 0, Most Frequent Cell on Critical Path clkdlybuf4s50_1, Worst slew margin about two fifths, RSZ-0062 raised after global routing no, Hold Path Class input pin to primary output, Post-Syn Instances 515, mean number of vias per cell between 7 and 8, FF+latch area 0 um2, vias in the first global route roughly 4400, CP Class input pin to primary output, Top cells excl fill/tap 67 x xnor2_1, 57 x buf_4, 46 x nand2_1, post_cts resized 0, grt ovf 0, Worst Hold Path EP z[3], total negative setup slack 0 ns, CP cell instances clkdlybuf4s50_1 > and4b_1 > nand2_1 > o22ai_1 > a221oi_1 > o311ai_0 > nor4_1 > nand4_1 > clkdlybuf4s50_1, full die area between 9000 and 10000 um2, IO Pins 24, Post-Syn Area 3510 um2, DR iter-0 viols approximately 720, crit start category input pin, fmax approximately 170 MHz, fin. max-slew vios 0, crit path DRT between 4 and 5 ns, register area share after synthesis 0%, dpl ws 0.454 ns, largest net degree at the start of global routing 35, Row Count 33, # DRC 0, Routed WL per cell 29.8 um, Die H 95.7 um, core region area 8340 um2, Worst Tran Pin Value 0.883 ns, Inserted Diodes 0, CP max stage cell clkdlybuf4s50_1, final wirelength 19500 um, first-pass GRT wire length 28200 um, CTS Hold Bufs 0, Comb area around 3300 um2, Tcrit/Tclk final between 90% and 100%, hold wc startpoint a[6], 1st-pass router iterations 5, Tmin final 5.78 ns
-- worst max path at each step --
| stage | from | endpoint | cells past startpoint |
|---|---|---|---|
| CTS | b[1] | z[4] | 9 |
| global route | b[1] | z[0] | 10 |
| finish | b[1] | z[1] | 9 |
-- worst min-delay path: stages --
cell and delay, ns:
buf_2 0.23, a31oi_1 0.25, a211o_1 0.12, clkdlybuf4s50_1 0.44
-- per-layer routing --
metal,global-route usage [%],vias to the layer above,routed length (um)
li1,-,2052,-
met1,59.3,2238,7380
met2,61.1,468,7610
met3,15.9,136,2970
met4,26.7,0,1520
met5,0,-,0
-- Yosys cell counts, drive strengths merged (10+ instances only) --
master | instances | area, um2
nor3 | 22 | 115
a21oi | 32 | 160
o221ai | 13 | 114
a221oi | 10 | 87.6
xnor2 | 69 | 631
nand2 | 46 | 173
clkbuf | 26 | 97.6
o22ai | 29 | 181
nor2 | 39 | 146
buf | 21 | 106
nand3 | 20 | 100
a221o | 11 | 110
o21ai | 23 | 115
xor2 | 35 | 374
-- report_power, final --
group          leakage (nW)  switching (mW)  internal [mW]
registers                 0               0              0
logic                  1.36           0.220          0.137
clock network             0               0              0
total                  1.36           0.220          0.137
-- cells by family (layout without fill, tap and decap cells) --
family	Yosys count	count (layout)	share of synthesized area (%)
AND-OR/OR-AND	178	178	35.8
multiplexers	2	2	0.570
XOR/XNOR	107	107	30.6
AND/OR/NAND/NOR	178	178	26.9
buffers and inverters	50	84	6.13
-- layout make-up --
type	count	area share, %
multi-input combinational	465	80.6
timing repair buffer	81	16.0
tap	105	3.21
inverter	3	0.275
-- per-stage QoR --
step	instances	hold slack, ns	cell area (um2)
final	654	3.50	4090
after global routing	654	3.54	4090
after CTS	654	3.51	4090
after detailed placement	654	3.50	4090
after global placement	654	3.49	4090
after floorplan	515	2.79	3510
Power figures rest on the tool's default switching activity, not on a simulated workload.
